File: ./run.sh
#!/bin/bash
# OpenROAD 26Q1-2900-gdf79404cd8, Yosys 0.63+post, stock flow scripts
make -C /OpenROAD-flow-scripts/flow DESIGN_CONFIG=/design/flow/config.mk WORK_HOME=/design/flow/orfs finish
File: ./config.mk
export PLATFORM = sky130hd
export DESIGN_NAME = SelectTopK
export DESIGN_NICKNAME = SelectTopK
export VERILOG_FILES = /design/flow/design.v
export SDC_FILE = /design/flow/constraint.sdc
export NUM_CORES = 4
export LEC_CHECK = 1
export CORE_UTILIZATION = 50
File: ./constraint.sdc
current_design SelectTopK

set clk_period 10.5
set clk_io_pct 0.2

create_clock -name clk0 -period $clk_period [get_ports {clk}]

set non_clock_inputs [all_inputs -no_clocks]
set_input_delay [expr $clk_period * $clk_io_pct] -clock clk0 $non_clock_inputs
set_output_delay [expr $clk_period * $clk_io_pct] -clock clk0 [all_outputs]
File: ./design.v
module SelectTopK(
input clk,
input i_rst,
input BlkIn,
input signed[7:0]In1,
input signed[7:0]In2,
input signed[7:0]In3,
input signed[7:0]In4,
output signed[7:0]SortOut,
output OutValid
);
localparam IDLE = 0, FIRST_IN = 1, OUTPUT_STATE = 2;
reg [2:0]cnt_r, cnt_w;  
reg [1:0]st, nst;  
reg [1:0]group_idx_r[7:0];  
reg [1:0]group_idx_w[7:0];  
reg group_valid_r[7:0];  
reg group_valid_w[7:0];  
reg signed [7:0]shift_group_reg_r[7:0][3:0];  
reg signed [7:0]shift_group_reg_w[7:0][3:0];  
reg signed [7:0]group_reg_r[7:0][3:0];  
reg signed [7:0]group_reg_w[7:0][3:0];  
integer i, j;
wire signed [7:0] Sort4_A, Sort4_B, Sort4_C, Sort4_D;
wire [2:0]Max_idx;  
assign OutValid = (st == OUTPUT_STATE && cnt_r <= 6);  
Sort4 Sort4_u0(
.i_A(In1),
.i_B(In2),
.i_C(In3),
.i_D(In4),
.o_A(Sort4_A),  
.o_B(Sort4_B),  
.o_C(Sort4_C),  
.o_D(Sort4_D)   
);
comparator_tree comparator_tree_u0(
.i_0(group_reg_r[0][group_idx_r[0]]),
.i_1(group_reg_r[1][group_idx_r[1]]),
.i_2(group_reg_r[2][group_idx_r[2]]),
.i_3(group_reg_r[3][group_idx_r[3]]),
.i_4(group_reg_r[4][group_idx_r[4]]),
.i_5(group_reg_r[5][group_idx_r[5]]),
.i_6(group_reg_r[6][group_idx_r[6]]),
.i_7(group_reg_r[7][group_idx_r[7]]),
.i_valid_0(group_valid_r[0]),
.i_valid_1(group_valid_r[1]),
.i_valid_2(group_valid_r[2]),
.i_valid_3(group_valid_r[3]),
.i_valid_4(group_valid_r[4]),
.i_valid_5(group_valid_r[5]),
.i_valid_6(group_valid_r[6]),
.i_valid_7(group_valid_r[7]),
.o_Max(SortOut),
.o_Max_idx(Max_idx)  
);
always@(*)begin
	if(BlkIn) cnt_w = 0;  
	else cnt_w = cnt_r + 1;
end
always@(posedge clk or posedge i_rst)begin
	if(i_rst)begin
		cnt_r <= 0;
	end
	else begin
		cnt_r <= cnt_w;
	end
end
always@(*)begin
	case(st)
		IDLE: nst = (BlkIn)? FIRST_IN : IDLE; 
		FIRST_IN: nst = (BlkIn)? OUTPUT_STATE : FIRST_IN; 
		OUTPUT_STATE:  nst = OUTPUT_STATE;
		default:  nst = IDLE;
	endcase
end
always@(posedge clk or posedge i_rst)begin
	if(i_rst)begin
		st <= IDLE;
	end
	else begin
		st <= nst;
	end
end
always@(*)begin
	for (i = 0; i < 8; i=i+1)begin  
		group_idx_w[i] = group_idx_r[i];
		group_valid_w[i] = group_valid_r[i];
	end
	if(cnt_r == 7)begin  
		for (i = 0; i < 8; i=i+1)begin
			group_idx_w[i] = 0;
			group_valid_w[i] = 1;
		end
	end
	else begin
		if (group_idx_w[Max_idx] == 3)begin  
			group_valid_w[Max_idx] = 0;
		end
		else begin
			group_idx_w[Max_idx] = group_idx_r[Max_idx] + 1;
		end
	end
end
always@(posedge clk or posedge i_rst)begin
	if(i_rst)begin
		for (i = 0; i < 8; i=i+1)begin 
			group_idx_r[i] <= 0;
			group_valid_r[i] <= 1;
		end
	end
	else begin
		for (i = 0; i < 8; i=i+1)begin 
			group_idx_r[i] <= group_idx_w[i];
			group_valid_r[i] <= group_valid_w[i];
		end
	end
end
always@(*)begin
	shift_group_reg_w[7][0] = Sort4_A;  
	shift_group_reg_w[7][1] = Sort4_B;  
	shift_group_reg_w[7][2] = Sort4_C;  
	shift_group_reg_w[7][3] = Sort4_D;  
	for (i = 0; i < 7; i=i+1)begin 
		for (j = 0; j < 4; j = j + 1)begin
			shift_group_reg_w[i][j] = shift_group_reg_r[i + 1][j];
		end
	end
end
always@(posedge clk or posedge i_rst)begin
	if(i_rst)begin
		for (i = 0; i < 8; i=i+1)begin 
			for (j = 0; j < 4; j = j + 1)begin
				shift_group_reg_r[i][j] = 0;
			end
		end
	end
	else begin
		for (i = 0; i < 8; i=i+1)begin 
			for (j = 0; j < 4; j = j + 1)begin
				shift_group_reg_r[i][j] = shift_group_reg_w[i][j];
			end
		end
	end
end
always@(*)begin
	for (i = 0; i < 8; i=i+1)begin   
		for (j = 0; j < 4; j = j + 1)begin
			group_reg_w[i][j] = group_reg_r[i][j];
		end
	end
	if(cnt_r == 7)begin
		for (i = 0; i < 8; i=i+1)begin 
			for (j = 0; j < 4; j = j + 1)begin
				group_reg_w[i][j] = shift_group_reg_r[i][j];
			end
		end
	end
end
always@(posedge clk or posedge i_rst)begin
	if(i_rst)begin
		for (i = 0; i < 8; i=i+1)begin 
			for (j = 0; j < 4; j = j + 1)begin
				group_reg_r[i][j] = 0;
			end
		end
	end
	else begin
		for (i = 0; i < 8; i=i+1)begin 
			for (j = 0; j < 4; j = j + 1)begin
				group_reg_r[i][j] = group_reg_w[i][j];
			end
		end
	end
end
endmodule
module Sort4(
input signed[7:0]i_A,
input signed[7:0]i_B,
input signed[7:0]i_C,
input signed[7:0]i_D,
output signed[7:0]o_A,  
output signed[7:0]o_B,  
output signed[7:0]o_C,  
output signed[7:0]o_D   
);
wire signed [7:0] connect_w0, connect_w1, connect_w2, connect_w3, connect_w4, connect_w5;
Comparator Comparator_u0(.i_0(i_A), .i_1(i_B), .o_Max(connect_w0), .o_Min(connect_w1));
Comparator Comparator_u1(.i_0(i_C), .i_1(i_D), .o_Max(connect_w2), .o_Min(connect_w3));
Comparator Comparator_u2(.i_0(connect_w0), .i_1(connect_w2), .o_Max(o_A), .o_Min(connect_w4));
Comparator Comparator_u3(.i_0(connect_w1), .i_1(connect_w3), .o_Max(connect_w5), .o_Min(o_D));
Comparator Comparator_u4(.i_0(connect_w4), .i_1(connect_w5), .o_Max(o_B), .o_Min(o_C));
endmodule
module Comparator(
input signed[7:0]i_0,
input signed[7:0]i_1,
output signed[7:0]o_Max,
output signed[7:0]o_Min
);
assign {o_Max, o_Min} = (i_0 > i_1)? {i_0, i_1} : {i_1, i_0};
endmodule
module comparator_tree(
input signed[7:0]i_0,
input signed[7:0]i_1,
input signed[7:0]i_2,
input signed[7:0]i_3,
input signed[7:0]i_4,
input signed[7:0]i_5,
input signed[7:0]i_6,
input signed[7:0]i_7,
input i_valid_0,
input i_valid_1,
input i_valid_2,
input i_valid_3,
input i_valid_4,
input i_valid_5,
input i_valid_6,
input i_valid_7,
output signed[7:0]o_Max,
output [2:0]o_Max_idx  
);
wire signed [7:0] max0, max1, max2, max3, max4, max5;
wire [2:0] max_idx0, max_idx1, max_idx2, max_idx3, max_idx4, max_idx5;
wire  max_valid0, max_valid1, max_valid2, max_valid3, max_valid4, max_valid5;
find_max find_max_u0(.i_0(i_0), .i_1(i_1), .i_max_idx0(3'd0), .i_max_idx1(3'd1), .i_valid0(i_valid_0),   .i_valid1(i_valid_1),   .o_Max(max0), .o_Max_idx(max_idx0), .o_valid(max_valid0));
find_max find_max_u1(.i_0(i_2), .i_1(i_3), .i_max_idx0(3'd2), .i_max_idx1(3'd3), .i_valid0(i_valid_2),   .i_valid1(i_valid_3),   .o_Max(max1), .o_Max_idx(max_idx1), .o_valid(max_valid1));
find_max find_max_u2(.i_0(i_4), .i_1(i_5), .i_max_idx0(3'd4), .i_max_idx1(3'd5), .i_valid0(i_valid_4),   .i_valid1(i_valid_5),   .o_Max(max2), .o_Max_idx(max_idx2), .o_valid(max_valid2));
find_max find_max_u3(.i_0(i_6), .i_1(i_7), .i_max_idx0(3'd6), .i_max_idx1(3'd7), .i_valid0(i_valid_6),   .i_valid1(i_valid_7),   .o_Max(max3), .o_Max_idx(max_idx3), .o_valid(max_valid3));
find_max find_max_u4(.i_0(max0), .i_1(max1), .i_max_idx0(max_idx0), .i_max_idx1(max_idx1), .i_valid0(max_valid0),   .i_valid1(max_valid1),   .o_Max(max4), .o_Max_idx(max_idx4), .o_valid(max_valid4));
find_max find_max_u5(.i_0(max2), .i_1(max3), .i_max_idx0(max_idx2), .i_max_idx1(max_idx3), .i_valid0(max_valid2),   .i_valid1(max_valid3),   .o_Max(max5), .o_Max_idx(max_idx5), .o_valid(max_valid5));
find_max find_max_u6(.i_0(max4), .i_1(max5), .i_max_idx0(max_idx4), .i_max_idx1(max_idx5), .i_valid0(max_valid4),   .i_valid1(max_valid5),   .o_Max(o_Max), .o_Max_idx(o_Max_idx), .o_valid());
endmodule
module find_max(
input signed[7:0]i_0,
input signed[7:0]i_1,
input [2:0]i_max_idx0,
input [2:0]i_max_idx1,
input i_valid0,   
input i_valid1,   
output reg signed[7:0]o_Max,
output reg [2:0]o_Max_idx,  
output reg o_valid   
);
always@(*)begin
	if(i_valid0 && i_valid1)begin  
		{o_Max, o_Max_idx} = (i_0 > i_1)? {i_0, i_max_idx0}:{i_1, i_max_idx1};
		o_valid = 1;
	end
	else if(i_valid0 && !i_valid1)begin  
		{o_Max, o_Max_idx} = {i_0, i_max_idx0};
		o_valid = 1;
	end
	else if(!i_valid0 && i_valid1)begin  
		{o_Max, o_Max_idx} = {i_1, i_max_idx1};
		o_valid = 1;
	end
	else begin  
		{o_Max, o_Max_idx} = 0;  
		o_valid = 0;
	end
end
endmodule
==> reports/metrics.yaml <==
status: "complete, no violations"
ys_area_um2: 23400
critPathSlowestCell: "clkdlybuf4s50_1"
common_cells: "dfrtp_1 (533), mux2_2 (267), inv_1 (100)"
hold_buffers: 0
edf_count: 0
clk_pin_slew_ns: 0.06
diodes: 0
pin_count: 44
antenna_found_initial: 0
pwr-share-comb: 0.360
avgViaCountPerCell: 5.56
clock_latency_ns: 0.61
hold_viol: 0
rsz0062_at_grt: "no"
grt_pass1_vias: 13800
tool_warnings: 32
rrSetupSlack_ns: 1.68
drc: 0
required_ns: 8.40
layout_min_cycle_time_ns: 9.94
ys_cells: 1629
synth_top_cell_by_count: "dfrtp_1"
fmax_mhz: 101
stdcell_count: 2335
drt.antenna.violating_nets: 0
whs_ns: 0.368
async_reset_ff_frac: 1.00
p_sw_frac: 0.362
min_to: "shift_group_reg_r[18][3]"
rows: 78
avgSynthCellArea_um2: 14.3
cts_tree: "yes"
seq_power_share: 0.403
yosys.area.top_type: "dfrtp_1"
slew_headroom: 0.445
fp-utilization: 0.511
gr-total-overflow: 0
grt_pass1_wl_um: 78400
start_kind: "flip-flop"
grt_max_degree: 129
path_class: "reg -> out"
holdPathStages: 0
setup_tns_ns: 0
reg2reg_depth: 30
dp_hpwl_um: 35100
numClockSinks: 542
ys_types: 82
yosys_warnings: 18
wire_per_inst_um: 20.6
hp-class: "reg -> reg"
worstHoldStart: "shift_group_reg_r[14][3]"
ir_worst_vdd_mv: 0.312
yosys.stat.seqShare: 0.581
root_buffer: "clkbuf_16"
h-tree-depth: 2
clockPowerShare: 0.237
synth_cells: 1629
synth_flops: 542
dieArea_um2: 47600
synth.area.top_cells: "dfrtp_1 (57%), mux2_2 (13%), mux4_2 (6.1%), ha_1 (5.3%), mux2i_1 (3.0%)"
r2r_start: "group_idx_r[7][1]"
gp_congestion: 0.950
synth.cell_area_um2: 23400
clock_skew_ns: 0.0235
cts_max_path_buffers: 3
worst_slew_pin_slew_ns: 0.833
r2r-end: "group_idx_r[6][0]"
critPathArrivalTime_ns: 7.84
layout-drive-gt1-share: 0.291
p_switching_w: 0.00292
period_used_share: 0.946
core_um2: 45700
finalMaxSlewViolations: 0
synth_top_area_share: 0.571
p_leak_nw: 12.3
endpoint_kind: "primary output"
die_w_um: 218
post-place-cells: 2236
firstDrtPassIters: 7
drt-initial-drc-count: 793
numCtsBuffers: 55
power_density_nw_per_um2: 305
routed_wl_um: 48100
slowest_delay_ns: 0.55
setup_viol: 0
area_growth_pct: 13.1
port_buffers: 43
vias: 13000
cp_max_fo: 13
synth_top_flop_cell: "dfrtp_1"
n_fill_cell: 3501
die.size.y_um: 218
grt_use_total: 0.227
drv_cap: 0
intPower_w: 0.00515
==> per-stage QoR <==
stage	worst slack, ns	instance area [um2]	utilization	power [W]
after floorplan	1.04	23400	-	0.00529
after global placement	0.783	24500	0.537	0.00613
after detailed placement	0.791	24500	0.537	0.00616
after CTS	0.120	26400	0.577	0.00812
after global routing	0.0254	26400	0.578	0.00861
final	0.563	26400	0.578	0.00807
==> kinds of logic after synthesis <==
family          after synthesis  synth area share
compound gates              220            0.0730
xor+xnor                      2          0.000750
fa+ha+maj                    99            0.0530
buf+inv                     162            0.0273
flops                       542             0.581
mux                         400             0.220
simple gates                204            0.0452
==> metal layers <==
metal,GRT usage,vias up,wire (um)
met3,0.0300,75,1620
li1,-,6056,-
met2,0.365,219,24200
met4,0.0466,0,1140
met5,0,-,0
met1,0.354,6625,21100
==> how the worst max path moves through the flow <==
stage	start	endpoint	slack, ns	cells past startpoint
6_report	group_idx_r[7][1]	SortOut[2]	0.56	25
5_1_grt	group_idx_r[4][0]	SortOut[3]	0.03	24
4_1_cts	group_idx_r[6][0]	SortOut[5]	0.12	23
==> critical path: cells and delay by family (launching register included) <==
kind	cells	cell delay, ns
buffers and inverters	3	0.89
AOI/OAI and AO/OA	12	3.44
and+or+nand+nor	6	1.13
DFF	1	0.52
adders and majority gates	3	0.88
muxes	1	0.37
==> state kept, by name, summed over array words and instances (netlist names), named ones only <==
| register | count |
|---|---|
| group_reg_r | 256 |
| st | 2 |
| cnt_r | 3 |
| shift_group_reg_r | 256 |
| group_valid_r | 8 |
| group_idx_r | 16 |
==> power groups by stage <==
stage	Clock [W]	Sequential [W]	Combinational [W]
4_1_cts	0.00198	0.00327	0.00288
5_1_grt	0.00207	0.00335	0.00319
6_report	0.00191	0.00325	0.00290
==> layout make-up <==
type / count / area, um2 / share of cell area
repair buffers: 72 / 698 / 0.0264
multi-input cells: 925 / 9190 / 0.348
inverters: 100 / 379 / 0.0143
flip-flops and latches: 542 / 13600 / 0.514
clock inverters: 20 / 235 / 0.00890
well taps: 600 / 751 / 0.0284
clock buffers: 76 / 1590 / 0.0600
==> what timing repair did <==
item,in CTS,in global routing
resized,0,11
endpoints found under the setup margin,0,8
buffers inserted,0,3
==> placed cells by master, fill, tap and decap left out, types with 43 or more instances in the layout <==
cell type,Yosys,layout
dfrtp_1,533,528
mux2i_1,70,70
nor2_1,58,57
clkdlybuf4s50_1,0,43
clkbuf_16,0,56
nand2_1,47,47
ha_1,98,97
mux4_2,63,63
inv_1,100,99
a21oi_1,54,50
mux2_2,267,267
Power is estimated from default activity; no workload was simulated.
