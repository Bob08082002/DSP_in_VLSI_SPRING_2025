## flow/design.v

```verilog
module FIR(
input clk,
input i_rst,
input ValidIn,
input signed[13:0]FilterIn,
output ValidOut,
output signed[15:0]FilterOut
);
reg signed [13:0] input_FF;
reg valid_in_FF1, valid_in_FF2;
wire signed [15:0] interconnet [15:0];  
assign ValidOut = valid_in_FF2;
FIR_subblock tap_00(clk, i_rst, input_FF, 'b00000000101011,               0, interconnet[ 0]);
FIR_subblock tap_01(clk, i_rst, input_FF, 'b00000000010000, interconnet[ 0], interconnet[ 1]);
FIR_subblock tap_02(clk, i_rst, input_FF, 'b11111110110011, interconnet[ 1], interconnet[ 2]);
FIR_subblock tap_03(clk, i_rst, input_FF, 'b11111101011111, interconnet[ 2], interconnet[ 3]);
FIR_subblock tap_04(clk, i_rst, input_FF, 'b11111110010011, interconnet[ 3], interconnet[ 4]);
FIR_subblock tap_05(clk, i_rst, input_FF, 'b00000010100001, interconnet[ 4], interconnet[ 5]);
FIR_subblock tap_06(clk, i_rst, input_FF, 'b00001001010001, interconnet[ 5], interconnet[ 6]);
FIR_subblock tap_07(clk, i_rst, input_FF, 'b00001111100110, interconnet[ 6], interconnet[ 7]);
FIR_subblock tap_08(clk, i_rst, input_FF, 'b00010010001100, interconnet[ 7], interconnet[ 8]);
FIR_subblock tap_09(clk, i_rst, input_FF, 'b00001111100110, interconnet[ 8], interconnet[ 9]);
FIR_subblock tap_10(clk, i_rst, input_FF, 'b00001001010001, interconnet[ 9], interconnet[10]);
FIR_subblock tap_11(clk, i_rst, input_FF, 'b00000010100001, interconnet[10], interconnet[11]);
FIR_subblock tap_12(clk, i_rst, input_FF, 'b11111110010011, interconnet[11], interconnet[12]);
FIR_subblock tap_13(clk, i_rst, input_FF, 'b11111101011111, interconnet[12], interconnet[13]);
FIR_subblock tap_14(clk, i_rst, input_FF, 'b11111110110011, interconnet[13], interconnet[14]);
FIR_subblock tap_15(clk, i_rst, input_FF, 'b00000000010000, interconnet[14], interconnet[15]);
FIR_subblock tap_16(clk, i_rst, input_FF, 'b00000000101011, interconnet[15], FilterOut);  
always@(posedge clk)begin
	if(i_rst)begin
		input_FF <= 0;
	end
	else begin
		input_FF <= FilterIn;
	end
end
always@(posedge clk)begin
	if(i_rst)begin
		valid_in_FF1 <= 0;
		valid_in_FF2 <= 0;
	end
	else begin
		valid_in_FF1 <= ValidIn;
		valid_in_FF2 <= valid_in_FF1;
	end
end
endmodule
module FIR_subblock(
input clk,
input i_rst,
input signed[13:0]input_signal,
input signed[13:0]filter_coeff,
input signed[15:0]prev_node,
output signed[15:0]output_signal
);
reg signed [15:0] delay_element;  
wire signed [27:0]prod = input_signal * filter_coeff;  
wire signed [19:0]prod_rounded = prod[27:8] + prod[7];  
wire signed [15:0]prod_rounded_clamped = (prod_rounded > 32767)? 32767: (prod_rounded <  -32768)?  -32768:prod_rounded[15:0];  
wire signed [16:0]add = prod_rounded_clamped + prev_node;  
wire signed [15:0]add_clamped = (add > 32767)? 32767: (add <  -32768)?  -32768:add[15:0];  
always@(posedge clk)begin
	if(i_rst)begin
		delay_element <= 0;
	end
	else begin
		delay_element <= add_clamped;
	end
end
assign output_signal = delay_element;
endmodule
```

## flow/run.sh

```bash
#!/bin/bash
# OpenROAD 26Q1-2900-gdf79404cd8, Yosys 0.63+post, stock flow scripts
make -C /OpenROAD-flow-scripts/flow DESIGN_CONFIG=/design/flow/config.mk WORK_HOME=/design/flow/orfs finish
```

## flow/config.mk

```make
export PLATFORM = sky130hd
export DESIGN_NAME = FIR
export DESIGN_NICKNAME = FIR
export VERILOG_FILES = /design/flow/design.v
export SDC_FILE = /design/flow/constraint.sdc
export NUM_CORES = 4
export LEC_CHECK = 1
export CORE_UTILIZATION = 50
```

## flow/constraint.sdc

```tcl
current_design FIR

set clk_period 29.9
set clk_io_pct 0.2

create_clock -name clk0 -period $clk_period [get_ports {clk}]

set non_clock_inputs [all_inputs -no_clocks]
set_input_delay [expr $clk_period * $clk_io_pct] -clock clk0 $non_clock_inputs
set_output_delay [expr $clk_period * $clk_io_pct] -clock clk0 [all_outputs]
```

==> ci_impl_report.md <==
## Implementation flow summary

| Metric | Value |
|---|---|
| Worst r2r path cells | `34` |
| Avg Inst Size Synth | `8.56 um2` |
| Worst setup EP type | `register` |
| Netlist cell types | `99` |
| CTS root buf | `clkbuf_16` |
| Ys flop type | `dfxtp_1` |
| Post-synth EDFFs | `0` |
| CTS Buf Count | `36` |
| Worst EP required | `30.37 ns` |
| Vias per inst | `5.50` |
| Critical path origin | `input_FF[12]$_SDFF_PP0_` |
| Hold_buf cts | `0` |
| DIE AREA | `approximately 0.078 mm2` |
| Min-Delay Startpoint | `valid_in_FF1$_SDFF_PP0_` |
| WS Path Type | `reg2reg` |
| Top cells excl fill/tap | `ha_1, inv_1, a21oi_1` |
| First-pass iteration count of the detailed router | `6` |
| Core area | `between 0.07 and 0.08 mm2` |
| Status | `completed` |
| Synth Instances | `around 4500` |
| Initial DRC count | `about 1400` |
| Postcts setup bufs | `0` |
| Max_slew headroom | `40.3%` |
| CTS clk-pin slew, worst paths | `0.07 ns` |
| Routed length per instance | `just under 20 um` |
| Fin crit share | `between 30% and 40%` |
| Synth Seq Share | `15.0%` |
| Register-to-register setup slack | `approximately 20 ns` |
| Total gr overflow | `0` |
| Max clock buf depth | `3` |
| Asr flop ratio synth | `0%` |
| Worst Path Max Fanout | `13` |
| Worst hold stages | `1` |
| Pin count of the biggest net entering global routing | `51` |
| Worst hold margin | `~0.44 ns` |
| RR Endpoint | `tap_03.delay_element[9]$_SDFF_PP0_` |
| Clock Skew | `0.0332 ns` |
| Combinational Area | `0.0303 mm2` |
| Fmax | `96.6 MHz` |
| Clk latency of the worst-skew pair | `0.57 ns` |
| Vias | `roughly 30000` |
| Resized cells post-CTS | `0` |
| Final Slew Violations | `0` |
| Diodes inserted | `0` |
| CTS sink count | `288` |
| DRC | `0` |
| H-tree levels | `2` |
| Port bufs | `33` |
| Initial antenna violation count | `0` |
| Startpoint types | `register` |
| DP HPWL | `between 90000 and 100000 um` |
| Post-DRT Antenna Nets | `0` |
| RD Place Congestion | `0.996` |
| Layout cells sized above 1 | `5.00%` |
| Worst hold path type | `reg2reg` |
| CP max-delay cell | `dfxtp_1` |
| Most frequent logic cell in the layout | `ha_1` |
| Final wirelength | `~110000 um` |
| Synth warn | `2` |
| First-pass GRT wire length | `170000 um` |
| Synthesis area per yosys | `0.0384 mm2` |
| Final setup viols | `0` |
| FP Util | `between 50% and 60%` |
| Tool warning count | `62` |
| Overall Global Routing Usage | `approximately 30%` |
| Max Cap Violations | `0` |
| Area delta synth->final | `7.15%` |
| Hold Vio Cnt, Final | `0` |
| Slew @ Worst Pin | `0.887 ns` |
| WP data arrival | `10.82 ns` |
| Vias in the first global route | `roughly 30000` |
| Worst path max stage delay | `around 0.70 ns` |
| Row count | `just over 100` |
| Synthesized area | `0.0384 mm2` |
| Yosys cell count | `4490` |
| RSZ-0062 raised after global routing | `no` |
| CTS tree | `yes` |
| Synthesized flop and latch total | `between 200 and 300` |
| WHS Endpoint | `valid_in_FF2$_SDFF_PP0_` |
| Die Height | `279 um` |
| Setup_tns | `0 ns` |
| Die width | `279 um` |
| R2r startpoint | `input_FF[12]$_SDFF_PP0_` |
| Fin crit period | `just over 10 ns` |
| I/O pins | `34` |
| Register area | `0.00577 mm2` |
| # fillers | `7054` |
==> cells in the mapped netlist (9+ instances only) <==
master | count | share of area, %
a21oi_1 | 318 | 4.1
o211ai_1 | 21 | 0.41
nor2_1 | 206 | 2.0
o21ai_2 | 14 | 0.32
o21a_1 | 49 | 0.96
or3_1 | 33 | 0.54
nor2b_1 | 84 | 1.4
xnor2_1 | 278 | 6.3
fa_1 | 253 | 13
nand4_1 | 30 | 0.49
a211oi_1 | 44 | 0.86
a31oi_1 | 43 | 0.70
inv_1 | 553 | 5.4
o21ai_1 | 10 | 0.13
xor2_1 | 176 | 4.0
nand3_1 | 72 | 0.94
ha_1 | 624 | 20
nand2_1 | 208 | 2.0
o2111ai_1 | 10 | 0.23
o21ai_0 | 281 | 3.7
mux2_2 | 15 | 0.44
o21bai_1 | 40 | 0.78
a41o_1 | 9 | 0.23
a21o_1 | 219 | 4.3
nor3_1 | 78 | 1.0
or2_2 | 35 | 0.57
o31ai_1 | 26 | 0.51
clkbuf_1 | 69 | 0.67
mux2i_1 | 10 | 0.26
and3_1 | 40 | 0.65
dfxtp_1 | 288 | 15
and2_1 | 30 | 0.49
a21boi_0 | 30 | 0.59
nand2b_1 | 62 | 1.0
nand3b_1 | 9 | 0.18
nor3b_1 | 9 | 0.18
a31o_2 | 23 | 0.52
==> worst max-delay path by stage <==
stage	endpoint	slack, ns	cells past startpoint
6_report	tap_03.delay_element[9]$_SDFF_PP0_	19.55	34
4_1_cts	tap_03.delay_element[9]$_SDFF_PP0_	19.58	34
5_1_grt	tap_07.delay_element[12]$_SDFF_PP0_	18.80	33
==> per-stage QoR <==
step                setup WS (ns)  std cells  util (%)  cell area (um2)
global route                18.80       5570      54.2            41200
CTS                         19.58       5570      54.2            41200
finish                      19.55       5570      54.2            41200
detailed placement          19.62       5505      52.6            40000
floorplan                   19.18       4490         -            38400
global placement            19.90       5505      52.6            40000
==> critical path: cells and delay by family (launching register included) <==
family	cells	cell delay (ns)
compound gates	14	3.33
xor+xnor	2	0.76
fa+ha+maj	8	3.12
buf+inv	5	0.78
flops	1	0.70
simple gates	5	1.56
==> sequential cells by signal (all words and copies together), names as in the netlist, 14 cells and up <==
name,flops
tap_06.delay_element,16
tap_14.delay_element,16
tap_00.delay_element,16
tap_03.delay_element,16
tap_13.delay_element,16
input_FF,14
tap_02.delay_element,16
tap_07.delay_element,16
tap_09.delay_element,16
tap_12.delay_element,16
tap_01.delay_element,16
tap_16.delay_element,16
tap_08.delay_element,16
tap_05.delay_element,16
tap_15.delay_element,16
tap_11.delay_element,16
tap_04.delay_element,16
tap_10.delay_element,16
==> layout make-up <==
cell class                      instances  area share (%)
Sequential cell                       288            14.0
Multi-Input combinational cell       3567            73.5
Timing Repair Buffer                   67            1.42
Clock buffer                           41            2.38
Tap cell                             1030            3.13
Inverter                              553            5.04
Clock inverter                         24           0.553
==> per-layer routing <==
metal  up-vias  track usage, %  wire length [um]
li1      15700               -                 -
met1     14100            39.2             46900
met2       657            47.9             51200
met3       178            6.43              6020
met4         2            10.9              5040
met5         -           0.625                66
==> cells by family (layout without fill, tap and decap cells) <==
kind of cell / after synthesis / count (layout) / share of synthesized area (%)
AND/OR/NAND/NOR: 947 / 947 / 12.7
multiplexers: 25 / 25 / 0.700
flip-flops: 288 / 288 / 15.0
AND-OR/OR-AND: 1260 / 1260 / 21.4
XOR/XNOR: 457 / 457 / 10.5
adder cells (fa/ha/maj): 878 / 878 / 33.5
buffers and inverters: 635 / 685 / 6.27
